==> flow/design.v <==
`timescale 1ns / 1ps
module Register_File(clk, reset, wr_enable3, read_addr1, read_addr2, write_addr3, write_data3, read_data1, read_data2, 
							read_data_to_debug_0, read_data_to_debug_1, read_data_to_debug_2, read_data_to_debug_3, 
							read_data_to_debug_4, read_data_to_debug_5, read_data_to_debug_6, read_data_to_debug_7,
							read_data_to_debug_8, read_data_to_debug_9, read_data_to_debug_10, read_data_to_debug_11, 
							read_data_to_debug_12, read_data_to_debug_13, read_data_to_debug_14, read_data_to_debug_15,
							read_data_to_debug_16, read_data_to_debug_17, read_data_to_debug_18, read_data_to_debug_19, 
							read_data_to_debug_20, read_data_to_debug_21, read_data_to_debug_22, read_data_to_debug_23,
							read_data_to_debug_24, read_data_to_debug_25, read_data_to_debug_26, read_data_to_debug_27, 
							read_data_to_debug_28, read_data_to_debug_29, read_data_to_debug_30, read_data_to_debug_31);
	input clk;
	input reset;
	input wr_enable3;
	input [4:0] read_addr1;
	input [4:0] read_addr2;
	input [4:0] write_addr3;
	input [31:0] write_data3;
	output [31:0] read_data1;
	output [31:0] read_data2;
	output [31:0] read_data_to_debug_0;
	output [31:0] read_data_to_debug_1;
	output [31:0] read_data_to_debug_2;
	output [31:0] read_data_to_debug_3;
	output [31:0] read_data_to_debug_4;
	output [31:0] read_data_to_debug_5;
	output [31:0] read_data_to_debug_6;
	output [31:0] read_data_to_debug_7;
	output [31:0] read_data_to_debug_8;
	output [31:0] read_data_to_debug_9;
	output [31:0] read_data_to_debug_10;
	output [31:0] read_data_to_debug_11;
	output [31:0] read_data_to_debug_12;
	output [31:0] read_data_to_debug_13;
	output [31:0] read_data_to_debug_14;
	output [31:0] read_data_to_debug_15;
	output [31:0] read_data_to_debug_16;
	output [31:0] read_data_to_debug_17;
	output [31:0] read_data_to_debug_18;
	output [31:0] read_data_to_debug_19;
	output [31:0] read_data_to_debug_20;
	output [31:0] read_data_to_debug_21;
	output [31:0] read_data_to_debug_22;
	output [31:0] read_data_to_debug_23;
	output [31:0] read_data_to_debug_24;
	output [31:0] read_data_to_debug_25;
	output [31:0] read_data_to_debug_26;
	output [31:0] read_data_to_debug_27;
	output [31:0] read_data_to_debug_28;
	output [31:0] read_data_to_debug_29;
	output [31:0] read_data_to_debug_30;
	output [31:0] read_data_to_debug_31;
	reg [31:0] reg_file[31:0];
	integer i;
	initial
		for (i = 0; i <= 31; i = i + 1)
			reg_file[i] = 0;
	always @(posedge clk,posedge reset)
		begin
			if (reset == 1)
				begin
					for (i = 0; i <= 31; i = i + 1)
						reg_file[i] <= 0;
				end
			else if (wr_enable3 == 1)
				begin
					reg_file[write_addr3] <= write_data3;
				end
		end
	assign read_data1 = (read_addr1 != 0) ? reg_file[read_addr1] : 0;
	assign read_data2 = (read_addr2 != 0) ? reg_file[read_addr2] : 0;
	assign read_data_to_debug_0 = reg_file[0];
	assign read_data_to_debug_1 = reg_file[1];
	assign read_data_to_debug_2 = reg_file[2];
	assign read_data_to_debug_3 = reg_file[3];
	assign read_data_to_debug_4 = reg_file[4];
	assign read_data_to_debug_5 = reg_file[5];
	assign read_data_to_debug_6 = reg_file[6];
	assign read_data_to_debug_7 = reg_file[7];
	assign read_data_to_debug_8 = reg_file[8];
	assign read_data_to_debug_9 = reg_file[9];
	assign read_data_to_debug_10 = reg_file[10];
	assign read_data_to_debug_11 = reg_file[11];
	assign read_data_to_debug_12 = reg_file[12];
	assign read_data_to_debug_13 = reg_file[13];
	assign read_data_to_debug_14 = reg_file[14];
	assign read_data_to_debug_15 = reg_file[15];
	assign read_data_to_debug_16 = reg_file[16];
	assign read_data_to_debug_17 = reg_file[17];
	assign read_data_to_debug_18 = reg_file[18];
	assign read_data_to_debug_19 = reg_file[19];
	assign read_data_to_debug_20 = reg_file[20];
	assign read_data_to_debug_21 = reg_file[21];
	assign read_data_to_debug_22 = reg_file[22];
	assign read_data_to_debug_23 = reg_file[23];
	assign read_data_to_debug_24 = reg_file[24];
	assign read_data_to_debug_25 = reg_file[25];
	assign read_data_to_debug_26 = reg_file[26];
	assign read_data_to_debug_27 = reg_file[27];
	assign read_data_to_debug_28 = reg_file[28];
	assign read_data_to_debug_29 = reg_file[29];
	assign read_data_to_debug_30 = reg_file[30];
	assign read_data_to_debug_31 = reg_file[31];
endmodule
==> flow/run.sh <==
#!/bin/bash
# OpenROAD 26Q1-2900-gdf79404cd8, Yosys 0.63+post, stock flow scripts
make -C /OpenROAD-flow-scripts/flow DESIGN_CONFIG=/design/flow/config.mk WORK_HOME=/design/flow/orfs finish
==> flow/config.mk <==
export PLATFORM = sky130hd
export DESIGN_NAME = Register_File
export DESIGN_NICKNAME = Register_File
export VERILOG_FILES = /design/flow/design.v
export SDC_FILE = /design/flow/constraint.sdc
export NUM_CORES = 4
export LEC_CHECK = 1
export CORE_AREA = 10 10 733 733
export DIE_AREA = 0 0 743 743
==> flow/constraint.sdc <==
current_design Register_File

set clk_period 5.5
set clk_io_pct 0.2

create_clock -name clk0 -period $clk_period [get_ports {clk}]

set non_clock_inputs [all_inputs -no_clocks]
set_input_delay [expr $clk_period * $clk_io_pct] -clock clk0 $non_clock_inputs
set_output_delay [expr $clk_period * $clk_io_pct] -clock clk0 [all_outputs]
==> flow_summary_export.csv <==
group,metric,value,unit
finish,final_util,0.152,
detailed_routing,drt-met1-wl,197000,µm
detailed_routing,vias,53105,
job,drv_cap,0,
finish,syn2layout_area_growth,53.9,%
logic_synthesis,ys.flops,1024,
timing,min_period_over_period,1.00,
grt,grt_pass1_wl,679000,µm
detailed_routing,antenna_left,0,
logic_synthesis,ys_area,51500,µm²
logic_synthesis,edf_count,0,
logic_synthesis,ys_types,58,
detailed_routing,wirelength,558000,µm
logic_synthesis,yosysWarnings,2,
hold_path,hold_class,"reg -> reg",
clocking,clock_path_buffers,3,
pwr,netSwitchingFraction,0.379,
pwr,combPwrFrac,0.280,
place,dp.cells,12342,
floorplan,core_area,521000,µm²
finish,final_area,79300,µm²
status,violations,"setup timing",
finish,drive_gt1_frac,0.325,
logic_synthesis,syn_avg_cell_area,12.0,µm²
logic_synthesis,synth-main-ff-cell,"dfrtp_1",
logic_synthesis,yosys.area.top_type_share,0.497,
logic_synthesis,syn-cell-area,51500,µm²
timing,finalHoldViolCount,0,
finish,largest_reg_flops,1024,
logic_synthesis,top_area_cell,"dfrtp_1",
timing,setup_tns,-29.0,ps
place,pre_cts_ws,-482,ps
pwr,p_leak,32.5,nW
grt,antenna_found_initial,71,
finish,layout_top_cell,"clkdlybuf4s50_1",
job,warnings,42,
clocking,cts_root_buffer,"clkbuf_16",
timing,fmax,0.181,GHz
timing,rsz0062_at_grt,"no",
timing,skew,0,ps
pwr,total_power,28.5,mW
grt,grt-ovfl-total,0,
finish,regMostFlops,"reg_file",
timing,worstMarginPinSlew,979,ps
worst_setup_path,crit_type,"in -> out",
detailed_routing,highest_layer,"met5",
grt,grt_usage,0.198,
place,io_buffers,1137,
finish,comb_area,24600,µm²
clocking,numCtsBuffers,116,
place,hpwl,435000,µm
finish,fin_cells,12650,
floorplan,initCoreUtil,0.0989,
clocking,holdBufCountCts,0,
finish,nFillCells,57724,
detailed_routing,drt-initial-drc-count,7415,
timing,relSlewSlack,0.346,
floorplan,fp.dieW,743,µm
logic_synthesis,ys_cells,4302,
pwr,intPower,17.7,mW
logic_synthesis,synth_seq_share,0.497,
worst_setup_path,worst_setup_path_start_kind,"input pin",
floorplan,fp-row-count,265,
timing,maxSlewViolCount,0,
clocking,cts_tree,"built",
timing,period_minus_slack,5520,ps
pwr,seqPwrFrac,0.422,
detailed_routing,wire_per_inst,44.1,µm
clocking,clkLatencyLatePin,810,ps
detailed_routing,viasPerCell,4.20,
worst_setup_path,crit_arrival,4420,ps
clocking,cts_sinks,1024,
pwr,ir_drop,0.284,mV
detailed_routing,dr.pass1.iters,10,
clocking,path_clk_slew,60,ps
worst_setup_path,worst_ep_required_time,4400,ps
place,placed_cell_area,74600,µm²
floorplan,ioPinCount,1138,
timing,fin_ws,-23.5,ps
finish,mostFrequentLayoutCells,"clkdlybuf4s50_1 (1,124), dfrtp_1 (1,024), mux2_2 (1,020)",
status,status,"complete, but fails checks",
pwr,p_sw,10.8,mW
logic_synthesis,synthArstFlopShare,1.00,
pwr,cellPowerDensity,360,nW/µm²
grt,grt_max_degree,114,
floorplan,die-area,552000,µm²
worst_setup_path,worst_setup_path_end_kind,"output pin",
timing,holdWs,506,ps
logic_synthesis,yosys-top-cells-area,"dfrtp_1 (50%), mux2_2 (22%), a22oi_1 (9.3%)",
grt,grt_pass1_vias,50385,
floorplan,die_h,743,µm
worst_setup_path,crit_fanout,17,
place,gp_congestion,0.989,
detailed_routing,wl_met3,86600,µm
pwr,p_clk_frac,0.297,
clocking,htree_levels,3,
detailed_routing,drc_errors,0,
finish,flop_area,25600,µm²
detailed_routing,met2_length,230000,µm
logic_synthesis,synth_cells,4302,
timing,setup_viol,2,
finish,top_regs,"reg_file x1024",
==> critical path: stages <==
cell,delay (ps)
buf_2,470
buf_4,250
nor2_4,80
buf_4,200
buf_4,250
and3_1,220
a2111oi_1,580
nand3_1,140
or4_1,620
clkdlybuf4s50_1,460
==> power by group through the flow <==
stage     Clock (mW)  Combinational (mW)  Sequential [mW]
4_1_cts         8.62                8.08             11.9
5_1_grt         8.90                8.47             12.0
6_report        8.48                8.00             12.0
==> kinds of logic (layout without fill, tap and decap cells) <==
group,count (synthesis),after routing,synth area share
compound gates,827,827,0.127
buf+inv,465,1813,0.0390
flops,1024,1024,0.497
mux,1036,1036,0.226
other cells,0,57,0
simple gates,950,951,0.111
==> cell usage after synthesis, drive strengths merged (41+ instances only) <==
cell type and number:
nand4 105, a2111oi 133, dfrtp 1024, a22oi 635
nor2 41, nand2 55, and3 404, mux2 1025
clkbuf 309, buf 151, or4 64, nand3 162
==> layer usage <==
metal	track usage	vias to the layer above
met5	0.00346	-
li1	-	19331
met1	0.222	27718
met3	0.126	1483
met4	0.117	24
met2	0.281	4549
==> worst paths after layout <==
path / startpoint / endpoint / slack (ps) / cells past startpoint
min in group asynchronous: reset / reg_file[4][31] / 790 / 2
min reg2reg: reg_file[0][12] / reg_file[0][12] / 510 / 1
max in group asynchronous: reset / reg_file[1][14] / 3160 / 4
min: reg_file[0][12] / reg_file[0][12] / 510 / 1
max: read_addr1[0] / read_data1[21] / -20 / 10
max reg2reg: reg_file[28][13] / reg_file[28][13] / 4350 / 1
==> timing repair <==
| action | CTS | global route |
|---|---|---|
| gates resized | 37 | 8 |
| pin swaps | 7 | 2 |
| gates cloned | 1 | 1 |
| buffers inserted | 30 | 3 |
| setup endpoints to repair | 40 | 21 |
==> layout make-up <==
type | count | area share
sequential | 1024 | 0.323
multi-input combinational | 2814 | 0.310
timing repair buffer | 1592 | 0.204
tap | 6942 | 0.110
clock buffer | 156 | 0.0409
clock inverter | 60 | 0.0102
antenna | 57 | 0.00180
inverter | 5 | 0.000284
Power figures rest on the tool's default switching activity, not on a simulated workload.
